<file path="flow/run.sh">
#!/bin/bash
# OpenROAD 26Q1-2900-gdf79404cd8, Yosys 0.63+post, stock flow scripts
make -C /OpenROAD-flow-scripts/flow DESIGN_CONFIG=/design/flow/config.mk WORK_HOME=/design/flow/orfs finish
</file>
<file path="flow/config.mk">
export PLATFORM = sky130hd
export DESIGN_NAME = alu
export DESIGN_NICKNAME = alu
export VERILOG_FILES = /design/flow/design.v
export SDC_FILE = /design/flow/constraint.sdc
export NUM_CORES = 4
export LEC_CHECK = 1
export CORE_AREA = 10 10 109 109
export DIE_AREA = 0 0 119 119
</file>
<file path="flow/constraint.sdc">
current_design alu

set clk_period 4.9
set clk_io_pct 0.2

create_clock -name clk0 -period $clk_period [get_ports {i_clk}]

set non_clock_inputs [all_inputs -no_clocks]
set_input_delay [expr $clk_period * $clk_io_pct] -clock clk0 $non_clock_inputs
set_output_delay [expr $clk_period * $clk_io_pct] -clock clk0 [all_outputs]
</file>
<file path="flow/design.v">
module alu(
  input wire i_clk,
  input wire i_reset,
  input wire[7:0] i_a,
  input wire [7:0] i_bus,
  output wire [7:0] o_bus,
  output wire o_busNOE,
  output reg o_flagNegative,
  output reg o_flagZero,
  output reg o_flagOverflow,
  output reg o_flagCarry,
  input wire i_ctrlAluYNWE,
  input wire i_ctrlAluNOE,
  input wire i_ctrlAluSub,
  input wire[1:0] i_ctrlAluOp
);
wire[7:0] s_b;
wire [8:0] s_cin;
wire [7:0] s_yAdder;
wire [7:0] s_yAnd;
wire [7:0] s_yXor;
wire [7:0] s_yShift;
wire[7:0] s_shift1, s_shift2, s_a, s_shift3;
reg s_flagCShift;
reg[7:0] r_y;
reg[7:0] s_y;
always @(posedge i_clk) begin
  if (!i_ctrlAluYNWE) begin
    r_y <= s_y;
    o_flagNegative <= s_y[7];
    o_flagZero <= s_y == 8'h00;
    o_flagOverflow <= s_cin[7] ^ s_cin[8];
    if (i_ctrlAluOp == 2'b11) begin
      o_flagCarry <= s_flagCShift;
    end else begin
      o_flagCarry <= s_cin[8];
    end
  end
  if (i_reset) begin
    r_y <= 0;
    o_flagNegative <= 0;
    o_flagZero <= 0;
    o_flagCarry <= 0;
    o_flagOverflow <= 0;
  end
end
assign o_bus = r_y;
assign o_busNOE = i_ctrlAluNOE;
genvar i;
for (i = 0; i < 8; i=i+1) begin
  assign s_b[i] = i_bus[i] ^ i_ctrlAluSub;
end
assign s_cin[0] = i_ctrlAluSub;
for (i = 0; i < 8; i=i+1) begin
  assign s_yXor[i] = i_a[i] ^ s_b[i];
  assign s_yAnd[i] = i_a[i] & s_b[i];
  assign s_yAdder[i] = s_cin[i] ^ s_yXor[i];
  assign s_cin[i + 1] = s_yAnd[i] | (s_cin[i] & s_yXor[i]);
end
assign s_a = i_ctrlAluSub ? {i_a[0], i_a[1], i_a[2], i_a[3], i_a[4], i_a[5], i_a[6], i_a[7]} : i_a;
assign s_shift1 = i_bus[0] ? s_a >> 1 : s_a;
assign s_shift2 = i_bus[1] ? s_shift1 >> 2 : s_shift1;
assign s_shift3 = i_bus[2] ? s_shift2 >> 4 : s_shift2;
assign s_yShift = i_ctrlAluSub ? {s_shift3[0], s_shift3[1], s_shift3[2], s_shift3[3], s_shift3[4], s_shift3[5], s_shift3[6], s_shift3[7]} : s_shift3;
always @* begin
  case (i_bus[2:0])
    3'b000: s_flagCShift <= o_flagCarry;
    3'b001: s_flagCShift <= s_a[0];
    3'b010: s_flagCShift <= s_a[1];
    3'b011: s_flagCShift <= s_a[2];
    3'b100: s_flagCShift <= s_a[3];
    3'b101: s_flagCShift <= s_a[4];
    3'b110: s_flagCShift <= s_a[5];
    3'b111: s_flagCShift <= s_a[6];
  endcase
end
always @* begin
  case (i_ctrlAluOp)
    2'b00: s_y <= s_yAdder;
    2'b01: s_y <= s_yAnd;
    2'b10: s_y <= s_yXor;
    2'b11: s_y <= s_yShift;
  endcase
end
endmodule
</file>
==> impl_metrics.toml <==
# flow metrics
[power]
p_sw_uw = 137.6
p_leak_nw = 0.9270
internal-power_uw = 258.2
p_total_uw = 395.8
ir_drop_v = 0.00009367
p_comb_share_pct = 52.4
p_per_area_nw_per_um2 = 171.3
pwr-share-seq_pct = 25.6
p_sw_share_pct = 34.77
clkPwrFrac_pct = 22.1

[placement]
port_buffers = 33
place_area_um2 = 2245
place_congestion = 0.9009
placed_cells = 382
hpwl_um = 4348

[setup_path]
crit_buf_inv = 5
cp.required_ns = 5.05
slowest_stage = "clkdlybuf4s50_1"
cp_cell_sequence = "clkdlybuf4s50_1, nand2_1, o21ai_2, fa_2, inv_1, fa_2, fa_2, inv_2, fa_1, inv_1, fa_1, fa_2, inv_1, fa_1, mux2i_1, o211ai_1, a31oi_1, nand2_1, o31ai_2"
cp.depth = 19
r2r-end = "r_y[1]"
worst_r2r_path_depth = 3
regToRegStartpoint = "r_y[1]"
cp-startpoint = "i_a[0]"
cp.arrival_ns = 4.82
timing.critical_path.slowest_cell_delay_ns = 0.48
cp_common_cell = "fa_2"
worst-setup-path-type = "in -> reg"
critPathCapture = "o_flagZero"
path_max_fanout = 2
cp-end-kind = "register"
rrSetupSlack_ns = 4.23
critPathTopFamily = "adder cells"
startpoint_type = "input pin"

[worst_hold_path]
min_path_type = "reg -> reg"
whs_path_depth = 2

[clock_tree]
root_buffer = "clkbuf_8"
clk_pin_slew_ns = 0.05
cts_tree = "built"
clockBufferDepth = 2
cts_hold_buf = 0
clock_sinks = 11
cts_buffers = 3
cts_setup_buffers = 0
ctsHtreeMaxLevel = 1
clock_latency_ns = 0.23

[detailed_routing]
via_per_inst = 4.541
dr.pass1.iters = 4
vias = 1753
avgRoutedWirePerCell_um = 13.89
drt_iter0_markers = 83
diodes = 0
wirelength_um = 5360
drc_errors = 0
drtAntennaViolNets = 0

[synth]
ys.flops = 11
edf_count = 0
yosys-stat-area_um2 = 1707
ys_seq_share_pct = 12.90
common_cells = "inv_1 (15), nand2_1 (15), nor2_1 (15), mux2i_1 (14), a21oi_1 (12)"
area_leaders = "dfxtp_1 (13%), fa_1 (8.2%), mux2i_1 (8.2%), ha_1 (5.9%), xor2_1 (4.1%)"
yosys_cells = 215
synth_warnings = 1
synthArstFlopShare_pct = 0
synthCells = 215
ff_type = "dfxtp_1"
largest_area_cell = "dfxtp_1"
synth_area_um2 = 1707
synth_cell_types = 54
postSynthAreaPerCell_um2 = 7.938
top_cell_area_share_pct = 12.90

[die]
io_pins = 36
dieArea_um2 = 14160
core_um2 = 9639
die_x_um = 119
fp.dieH_um = 119
initCoreUtil_pct = 17.71
fp-row-count = 36

[sta]
worst_pin_slew_ns = 0.7738
fmax_ghz = 0.2141
fin_tns_setup_ns = 0
rsz0062_at_grt = "no"
period_used_pct = 95.33
slew_violations = 0
fin_crit_ns = 4.671
fin_skew_ns = 0
relSlewSlack_pct = 48.25
final_hold_viol_count = 0
setup_viol = 0

[grt]
first_global_vias = 1859
grt_max_degree = 23
antenna_found_initial = 0
grt_usage_pct = 7.559
grt_pass1_wl_um = 9059
grt-ovfl-total = 0

[flow_run]
drv_cap = 0
warnings = 25

[run_status]
status = "finished, final reports clean"

[final_layout]
areaGrowthSynthToFinish_pct = 35.41
final_cell_area_um2 = 2311
fill_cells = 1078
fin_cells = 386
final_util_pct = 23.97
drive_above_1_share_pct = 15.81
==> power by group through the flow <==
stage / combinational (mW) / clock, mW / sequential, mW
CTS: 0.206 / 0.0885 / 0.101
global route: 0.233 / 0.0951 / 0.102
finish: 0.207 / 0.0873 / 0.101
==> flip-flops by register name, indices dropped and copies added (netlist names) <==
register        count
r_y                 7
o_flagCarry         1
o_flagNegative      1
o_flagOverflow      1
o_flagZero          1
==> cell type report <==
class / count / area (um^2) / area share [%]
timing repair buffer: 51 / 465.4 / 20.14
sequential: 11 / 220.2 / 9.529
inverter: 16 / 60.06 / 2.599
multi-input combinational: 171 / 1354 / 58.58
tap: 133 / 166.4 / 7.201
clock buffer: 4 / 45.04 / 1.949
==> cell families (layout without fill, tap and decap cells) <==
group / count (synthesis) / after routing / synth area share, %
buf+inv: 33 / 71 / 9.017
flops: 11 / 11 / 12.90
simple gates: 76 / 76 / 24.05
mux: 21 / 21 / 14.37
fa+ha+maj: 15 / 15 / 14.08
xor+xnor: 8 / 8 / 4.106
compound gates: 51 / 51 / 21.48
==> how the worst min path moves through the flow <==
stage / from / end / slack, ns
4_1_cts: r_y[2] / r_y[2] / 0.47
5_1_grt: r_y[2] / r_y[2] / 0.50
6_report: r_y[2] / r_y[2] / 0.47
==> worst min-delay path: cells and delay by family, from the launching register on <==
| kind | cells | cell delay [ns] |
|---|---|---|
| simple gates | 1 | 0.06 |
| compound gates | 1 | 0.05 |
| flops | 1 | 0.30 |
==> layer usage <==
layer | vias up | track usage (%) | wire length, um
met5 | - | 0 | 0
met2 | 69 | 12.66 | 2480
met4 | 0 | 1.527 | 100
li1 | 851 | - | -
met3 | 10 | 1.487 | 305
met1 | 823 | 9.923 | 2473
==> layout by cell type, fill, tap and decap left out, types with 2 or more instances in the layout <==
master            n
clkdlybuf4s50_1  30
buf_4            18
nand2_1          15
nor2_1           15
inv_1            14
mux2i_1          14
a21oi_1          12
dfxtp_1          11
xor2_1            8
o21ai_0           8
ha_1              8
nor2b_1           7
nand2b_1          6
nor3_1            6
a2bb2oi_1         5
mux2_2            4
nand3_1           4
o21a_1            4
a31oi_1           4
nand3b_1          4
fa_2              4
nor4_1            3
nand4_1           3
fa_1              3
clkbuf_8          3
nor3b_1           2
o211ai_1          2
mux4_2            2
or3_1             2
dlygate4sd2_1     2
==> through the flow <==
step / setup slack (ns) / hold slack (ns)
2_1_floorplan: 0.08701 / 0.4174
3_3_place_gp: -0.2863 / 0.4465
3_5_place_dp: -0.3101 / 0.4518
4_1_cts: 0.02734 / 0.4687
5_1_grt: 0.01775 / 0.4973
6_report: 0.2286 / 0.4652
==> timing repair <==
item                                    4_1_cts  5_1_grt
pin swaps                                     0        1
resized                                       4        7
endpoints found under the setup margin        1        2
Power is estimated from default activity; no workload was simulated.
